<file path="flow/run.sh">
#!/bin/bash
# OpenROAD 26Q1-2900-gdf79404cd8, Yosys 0.63+post, stock flow scripts
make -C /OpenROAD-flow-scripts/flow DESIGN_CONFIG=/design/flow/config.mk WORK_HOME=/design/flow/orfs finish
</file>
<file path="flow/config.mk">
export PLATFORM = sky130hd
export DESIGN_NAME = bcd_counter
export DESIGN_NICKNAME = bcd_counter
export VERILOG_FILES = /design/flow/design.v
export SDC_FILE = /design/flow/constraint.sdc
export NUM_CORES = 4
export LEC_CHECK = 1
export CORE_AREA = 10 10 70 70
export DIE_AREA = 0 0 80 80
</file>
<file path="flow/constraint.sdc">
current_design bcd_counter

set clk_period 1.9
set clk_io_pct 0.2

create_clock -name clk0 -period $clk_period [get_ports {ck}]

set non_clock_inputs [all_inputs -no_clocks]
set_input_delay [expr $clk_period * $clk_io_pct] -clock clk0 $non_clock_inputs
set_output_delay [expr $clk_period * $clk_io_pct] -clock clk0 [all_outputs]
</file>
<file path="flow/design.v">
`timescale 1 ns/100 ps
module bcd_counter( input ck,
					input enb,
					input rst_s,
					output reg [3:0] q,
					output reg cnt_9);
	initial begin
		q = 0;
		cnt_9 = 0;
	end
	always @(posedge ck) begin
		if (rst_s) begin
			q = 0;
			cnt_9 = 1'b0;
		end else if (enb) begin
			if (q == 9) begin
				q = 0;
			end else begin
				q++;
			end
		cnt_9 = (q == 9)? 1'b1 : 1'b0;
		end
	end
endmodule
</file>
==> impl_metrics.env <==
# implementation run metrics
export IMPL_mostFrequentLayoutCell="clkdlybuf4s50_1"
export IMPL_cp_top_family="buffers and inverters"
export IMPL_fin_crit_ns=1.60
export IMPL_openroad_warnings=25
export IMPL_peakVddDrop_uv=483
export IMPL_critPathMaxStageDelay_ns=0.54
export IMPL_clock_path_buffers=2
export IMPL_synth_distinct_cells=16
export IMPL_hpwl_um=465
export IMPL_htreeDepth=1
export IMPL_tns_ns=0
export IMPL_pin_count=8
export IMPL_yosys_stat_seqShare=0.460
export IMPL_drv_cap=0
export IMPL_wire_per_inst_um=7.43
export IMPL_insertion_delay_ns=0.24
export IMPL_die_area_um2=6400
export IMPL_drt_iter0_markers=1
export IMPL_ys_ff=5
export IMPL_pwr_density_cell_nw_per_um2=720
export IMPL_yosys_warnings=1
export IMPL_path_cells="clkdlybuf4s50_1"
export IMPL_power_leakage_uw=0.000124
export IMPL_max_freq_mhz=625
export IMPL_finalClockPeriodUsage=0.843
export IMPL_port_buffers=7
export IMPL_vias_per_cell=2.60
export IMPL_syn_avg_cell_area_um2=9.47
export IMPL_cts_buffers=3
export IMPL_cts_setup_buffers=0
export IMPL_vias=208
export IMPL_die_h_um=80
export IMPL_layout_drive_gt1_share=0.118
export IMPL_grt_pass1_vias=214
export IMPL_final_cell_mix="clkdlybuf4s50_1 (7), dfxtp_1 (5), clkbuf_4 (3)"
export IMPL_antenna_found_initial=0
export IMPL_diodes=0
export IMPL_drc=0
export IMPL_cts_tree="built"
export IMPL_antenna_left=0
export IMPL_ys_cells=23
export IMPL_cts_sinks=5
export IMPL_netlist_area_um2=218
export IMPL_critPathLaunchType="register"
export IMPL_clk_pin_slew_ns=0.04
export IMPL_slew_viol_final=0
export IMPL_required_ns=1.52
export IMPL_crit_type="register to primary output"
export IMPL_endpoint_kind="primary output"
export IMPL_fp_dieW_um=80
export IMPL_skew_ns=0.000512
export IMPL_grt_ovfl_total=0
export IMPL_outcome="completed"
export IMPL_coreArea_um2=3420
export IMPL_finalSetupViolations=0
export IMPL_path_buffers=1
export IMPL_cp_arrival_ns=1.22
export IMPL_wl_um=594
export IMPL_hold_buffers=0
export IMPL_hold_class="register to register"
export IMPL_grt_start_max_net_pins=8
export IMPL_dr_pass1_iters=2
export IMPL_grt_pass1_wl_um=1030
export IMPL_row_count=21
export IMPL_cp_slowest_cell="clkdlybuf4s50_1"
export IMPL_hold_viol_final=0
export IMPL_fp_util=0.0637
export IMPL_slew_headroom=0.842
export IMPL_power_total_uw=268
export IMPL_grt_setup_unrepaired="false"
export IMPL_cts_resized=0
export IMPL_yosysChipArea_um2=218
export IMPL_worst_slew_pin_transition_ns=0.237
export IMPL_ctsRootBufferMaster="clkbuf_4"
export IMPL_grt_usage=0.0206
export IMPL_place_gp_congestion=0.726
export IMPL_critPathMaxFanout=7
export IMPL_synthToLayoutAreaGrowth_pct=70.7
export IMPL_netlist_instances=23
cell usage after synthesis:
master    count  area, um^2
nand3_1       1        5.00
xnor2_1       1        8.76
dfxtp_1       5         100
nor3_1        1        5.00
a21oi_1       2        10.0
nor2b_1       1        6.26
o21ai_1       1        5.00
and2b_1       1        7.51
nand2b_1      1        6.26
nor2_1        2        7.51
o21ai_0       1        5.00
and4b_1       1        10.0
nor3b_2       1        12.5
nand2_1       1        3.75
nand3b_1      1        7.51
xor2_1        2        17.5
through the flow:
stage / instance area, um^2 / std cells / setup WS (ns) / hold slack [ns] / utilization
2_1_floorplan: 218 / 23 / 1.03 / 0.425 / -
3_3_place_gp: 345 / 76 / 0.479 / 0.457 / 0.101
3_5_place_dp: 345 / 76 / 0.414 / 0.476 / 0.101
4_1_cts: 372 / 80 / 0.287 / 0.485 / 0.109
5_1_grt: 372 / 80 / 0.238 / 0.510 / 0.109
6_report: 372 / 80 / 0.299 / 0.479 / 0.109
cell families (layout without fill, tap and decap cells):
group / count (synthesis) / in the layout / synth area share
xor gates and xnor gates: 3 / 3 / 0.121
DFF: 5 / 5 / 0.460
AOI/OAI and AO/OA: 4 / 4 / 0.0919
and+or+nand+nor: 11 / 11 / 0.328
buffers and inverters: 0 / 11 / 0
registers in the layout, summed over array words and instances (netlist names):
signal,flops
q,4
cnt_9,1
worst register-to-register path: cells and delay by family, from the launching register on:
family	cells	cell delay, ns
flops	1	0.44
compound gates	2	0.21
simple gates	1	0.22
worst paths after layout:
check | from | depth (start not counted) | slack [ns] | to
worst min-delay path | cnt_9 | 2 | 0.48 | cnt_9
worst min register to register | cnt_9 | 2 | 0.48 | cnt_9
worst max-delay path | q[1] | 1 | 0.30 | q[1]
worst max register to register | q[1] | 3 | 0.92 | q[3]
final cells by class:
| class | count | area (um^2) |
|---|---|---|
| fill | 403 | 3040 |
| multi-input combinational | 18 | 118 |
| sequential | 5 | 100 |
| timing repair buffer | 7 | 70.1 |
| tap | 46 | 57.6 |
| clock buffer | 4 | 26.3 |
per-layer routing:
metal / share of wire / wire length [um] / up-vias / track usage
met5: 0 / 0 / - / 0
met4: 0 / 0 / 0 / 0.00352
met3: 0.18 / 105 / 0 / 0.0227
met2: 0.28 / 167 / 11 / 0.0209
met1: 0.54 / 322 / 95 / 0.0273
li1: - / - / 102 / -
report_power, final:
group          switching (uW)  internal, uW
Sequential               7.58           110
Clock                    44.4          79.5
Combinational            8.58          17.7
Total                    60.6           207
