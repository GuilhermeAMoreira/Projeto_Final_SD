`config.mk`:
```
export PLATFORM = sky130hd
export DESIGN_NAME = bcd_sgm
export DESIGN_NICKNAME = bcd_sgm
export VERILOG_FILES = /design/flow/design.v
export SDC_FILE = /design/flow/constraint.sdc
export NUM_CORES = 4
export LEC_CHECK = 1
export CORE_AREA = 10 10 70 70
export DIE_AREA = 0 0 80 80
```
`constraint.sdc`:
```
current_design bcd_sgm

set clk_period 1.3
set clk_io_pct 0.2

create_clock -name clk0 -period $clk_period

set non_clock_inputs [all_inputs -no_clocks]
set_input_delay [expr $clk_period * $clk_io_pct] -clock clk0 $non_clock_inputs
set_output_delay [expr $clk_period * $clk_io_pct] -clock clk0 [all_outputs]
```
`design.v`:
```
`timescale 1 ns/100 ps
module bcd_sgm( input wire [3:0] bcd,
				output reg [6:0] sgm);
	always @ * begin
		case(bcd)
			4'b0000 : sgm <= 7'b1111110;  
			4'b0001 : sgm <= 7'b0110000;  
			4'b0010 : sgm <= 7'b1101101;  
			4'b0011 : sgm <= 7'b1111001;  
			4'b0100 : sgm <= 7'b0110011;  
			4'b0101 : sgm <= 7'b1011011;  
			4'b0110 : sgm <= 7'b1011111;  
			4'b0111 : sgm <= 7'b1110000;  
			4'b1000 : sgm <= 7'b1111111;  
			4'b1001 : sgm <= 7'b1111011;  
			default : sgm <= 'b0;
		endcase
	end
endmodule
```
`run.sh`:
```
#!/bin/bash
# OpenROAD 26Q1-2900-gdf79404cd8, Yosys 0.63+post, stock flow scripts
make -C /OpenROAD-flow-scripts/flow DESIGN_CONFIG=/design/flow/config.mk WORK_HOME=/design/flow/orfs finish
```
==> tab_implementation.tex <==
% Synthesis and place-and-route results
\begin{tabular}{lr}
\hline
Metric & Value \\
\hline
\multicolumn{2}{l}{\textbf{Route}} \\
Drt pass-1 iters & 2 \\
Total length of routed wires & 832 µm \\
Post-detailed-route DRC marker count & 0 \\
Via count & 246 \\
Initial drt markers & 20 \\
Number of diodes added for antenna fixing & 0 \\
Average wire length per cell after detail routing & 9.244 µm \\
Routed Antenna Nets & 0 \\
Vias per Instance & 2.733 \\
\multicolumn{2}{l}{\textbf{Min path}} \\
Min-Delay Path Depth & 3 \\
Tightest Hold Check Type & in2out \\
Launch instance of the worst min-delay path & bcd[2] \\
Capture endpoint of the worst hold path & sgm[2] \\
\multicolumn{2}{l}{\textbf{Outcome}} \\
Status & completed \\
\multicolumn{2}{l}{\textbf{Critical path}} \\
Critical setup path kind & in2out \\
Critical path endpoint category & primary output \\
Timing startpoint of the critical path & bcd[1] \\
Kind of start point of the critical path & input port \\
Data required time of the critical path & 1040 ps \\
Crit path DAT & 1010 ps \\
Critical path peak fanout & 6 \\
\multicolumn{2}{l}{\textbf{Power}} \\
Switching Power & 59.05 µW \\
Part of the total power dissipated in combinational logic & 100.0\% \\
Proportion of power drawn by the clock network & 0\% \\
Flop pwr share & 0\% \\
Reported leakage power & 0.1987 nW \\
Net switching share of the total power & 44.50\% \\
Peak VDD IR & 63.39 µV \\
Pwr per Cell Area & 281.3 nW/µm² \\
Total power after layout & 132.7 µW \\
Internal power contribution & 73.65 µW \\
\multicolumn{2}{l}{\textbf{Logic synthesis}} \\
Area share of the leading cell type in the synthesized netlist & 34.29\% \\
Dominant cells by area after synthesis & sky130\_fd\_sc\_hd\_\_ha\_1 (34\%), sky130\_fd\_sc\_hd\_\_o22ai\_1 (14\%), sky130\_fd\_sc\_hd\_\_buf\_6 (10\%), sky130\_fd\_sc\_hd\_\_inv\_1 (6.9\%), sky130\_fd\_sc\_hd\_\_nand2b\_4 (6.3\%) \\
Post-synthesis sequential area ratio & 0\% \\
Post-synth top area cell & sky130\_fd\_sc\_hd\_\_ha\_1 \\
Number of distinct library cells after synthesis & 13 \\
Yosys warning count & 1 \\
Post-synthesis instance area & 219.0 µm² \\
Yosys chip area & 219.0 µm² \\
Synthesized area divided by synthesized cell count & 7.820 µm² \\
Cell count after synthesis & 28 \\
Yosys cell count & 28 \\
\multicolumn{2}{l}{\textbf{Floorplanning}} \\
Vertical die size & 80 µm \\
Number of rows in the core area & 21 \\
Core Area & 3416 µm² \\
Share of the core filled by cells before placement & 6.410\% \\
Top-level I/O count & 11 \\
Horizontal die size & 80 µm \\
Die Footprint & 6400 µm² \\
\multicolumn{2}{l}{\textbf{Placed design}} \\
Final Wtd Congestion & 0.7519 \\
Input/output buffers & 11 \\
DPL Wire Length & 582.3 µm \\
Total cell area at the placement stage & 401.6 µm² \\
Setup slack at placement & -827.4 ps \\
\multicolumn{2}{l}{\textbf{Global routing}} \\
Via count of the first global-routing pass & 283 \\
Total gr overflow & 0 \\
Aggregate global-route resource usage & 2.655\% \\
Antenna violations before repair & 0 \\
Global-route wire length before repair & 1428 µm \\
Pin count of the biggest net entering global routing & 9 \\
\multicolumn{2}{l}{\textbf{STA}} \\
Worst Hold Slack & 917.9 ps \\
Fin crit period & 1268 ps \\
Worst Setup Slack, final & 31.92 ps \\
Slew at the pin closest to its max-slew limit & 182.2 ps \\
Final setup violation count & 0 \\
Top achievable clock speed & 788.6 MHz \\
Pins over their slew limit & 0 \\
Max\_slew headroom & 87.77\% \\
Setup repair after global routing missed its margin & yes \\
Period Utilization, post-route & 97.54\% \\
Final Hold Vio Count & 0 \\
\multicolumn{2}{l}{\textbf{Final layout}} \\
Layout-stage area growth over the synthesis result & 115.4\% \\
Final instance area & 471.7 µm² \\
Utilization of the core after routing & 13.81\% \\
Sequential cell area in the final layout & 0 µm² \\
Number of clock buffers in the layout & 0 \\
Fraction of layout instances using a drive strength above 1 & 70.45\% \\
Layout sequential cell count & 0 \\
\multicolumn{2}{l}{\textbf{Clock network}} \\
Hold-fix buffers at CTS & 0 \\
\multicolumn{2}{l}{\textbf{Flow run}} \\
Number of max-capacitance violations reported & 0 \\
OpenROAD warnings & 39 \\
\hline
\end{tabular}
## per-stage QoR
step                      TNS (ps)  instances
after floorplan                  0         28
after global placement       -5315         88
after detailed placement     -5406         88
after CTS                  -0.3361         91
after global routing        -25.40         90
final                            0         90
## repair_timing
item                       4_1_cts  5_1_grt
gates resized                   57       10
setup endpoints to repair        7        7
setup buffers                    2        0
pin swaps                        5        5
cloned                           1        0
## placed cells by master, fill, tap and decap left out
master and n:
sky130_fd_sc_hd__buf_8 2, sky130_fd_sc_hd__xnor2_1 1, sky130_fd_sc_hd__a21o_2 1, sky130_fd_sc_hd__a21oi_2 2, sky130_fd_sc_hd__buf_6 4, sky130_fd_sc_hd__inv_1 3
sky130_fd_sc_hd__nand2b_4 1, sky130_fd_sc_hd__ha_2 2, sky130_fd_sc_hd__clkdlybuf4s15_1 1, sky130_fd_sc_hd__ha_4 3, sky130_fd_sc_hd__mux2i_1 1, sky130_fd_sc_hd__nor2_2 1
sky130_fd_sc_hd__nor2_1 1, sky130_fd_sc_hd__buf_4 3, sky130_fd_sc_hd__ha_1 1, sky130_fd_sc_hd__o22ai_1 3, sky130_fd_sc_hd__buf_2 8, sky130_fd_sc_hd__inv_4 2
sky130_fd_sc_hd__o21ai_1 1, sky130_fd_sc_hd__o21a_1 1, sky130_fd_sc_hd__o22ai_2 2
## worst max-delay path by stage
stage | endpoint | slack (ps) | depth (start not counted)
finish | sgm[0] | 30 | 5
global route | sgm[1] | -30 | 7
CTS | sgm[4] | -0.3 | 6
## metal layers
metal | vias to the layer above | global-route usage, % | share of wire (%)
li1 | 126 | - | -
met1 | 110 | 3.691 | 49
met2 | 10 | 3.451 | 32
met3 | 0 | 1.818 | 18
met4 | 0 | 0 | 0
met5 | - | 0 | 0
## power groups by stage
stage                 clock, mW  combinational (mW)  sequential (mW)
after global routing          0               0.149                0
after CTS                     0               0.126                0
final                         0               0.133                0
## Yosys cell counts
library cell and number:
sky130_fd_sc_hd__buf_6 2, sky130_fd_sc_hd__o22ai_1 5, sky130_fd_sc_hd__inv_1 4, sky130_fd_sc_hd__xnor2_1 1
sky130_fd_sc_hd__o21a_1 1, sky130_fd_sc_hd__a21o_2 1, sky130_fd_sc_hd__a21oi_1 2, sky130_fd_sc_hd__mux2i_1 1
sky130_fd_sc_hd__o21ai_0 1, sky130_fd_sc_hd__ha_1 6, sky130_fd_sc_hd__inv_2 1, sky130_fd_sc_hd__nand2b_4 1
sky130_fd_sc_hd__nor2_1 2
## layout make-up
type,count,area (µm²)
fillers,396,2944
well taps,46,57.56
multi-input cells,21,242.7
inverters,5,23.77
repair buffers,18,147.6
## critical path, cell delays in order
cell,delay (ps)
sky130_fd_sc_hd__buf_8,100
sky130_fd_sc_hd__buf_6,130
sky130_fd_sc_hd__ha_2,180
sky130_fd_sc_hd__o22ai_2,150
sky130_fd_sc_hd__clkdlybuf4s15_1,190
## logic make-up after synthesis
group,share of synthesized area (%)
and+or+nand+nor,9.714
xor gates and xnor gates,4.001
AOI/OAI and AO/OA,28.57
buffers and inverters,18.85
adders and majority gates,34.28
muxes,4.572
Power and IR drop assume default switching activity.
