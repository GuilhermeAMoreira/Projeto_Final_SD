<file path="design/flow/design.v">
`timescale 1 ns/100 ps
module state_machine( input ck,
					  input inicio,
					  input Vint_z,
					  input enb_3,
					  output reg enb_0,
					  output reg rst_s,
					  output reg ch_vm,
					  output reg ch_ref,
					  output reg ch_zr,
					  output reg ld);
	localparam IDLE=0, START=1, COUNT_TX=2, COUNT_TM=3, STOP=4;
	reg [2:0] state, next_state;
	initial begin
		state = IDLE;
		next_state = IDLE;
	end
	always @ (posedge ck) begin
			state <= next_state;
	end
	always @ (posedge ck) begin
		case(state)
			IDLE: begin
				if(inicio)
					next_state = START;
			end
			START: begin
				next_state = COUNT_TX;
			end
			COUNT_TX: begin
				if(enb_3)
					next_state = COUNT_TM;
			end
			COUNT_TM: begin
				if(Vint_z)
					next_state = STOP;
			end
			STOP: begin
				next_state = IDLE;
			end
		endcase
	end
	always @ (posedge ck) begin
		case(state)
			IDLE: begin
				ch_zr  = 1;
				rst_s  = 1;
				ld = 0;
			end
			START: begin
				ch_zr  = 0;
				rst_s  = 0;
			end
			COUNT_TX: begin
				enb_0 = 1;
				ch_vm  = 1;
			end
			COUNT_TM: begin
				ch_vm  = 0;
				ch_ref = 1;
			end
			STOP: begin
				enb_0  = 0;
				ld = 1;
				ch_ref = 0;
			end
		endcase
	end
endmodule
</file>
<file path="design/flow/run.sh">
#!/bin/bash
# OpenROAD 26Q1-2900-gdf79404cd8, Yosys 0.63+post, stock flow scripts
make -C /OpenROAD-flow-scripts/flow DESIGN_CONFIG=/design/flow/config.mk WORK_HOME=/design/flow/orfs finish
</file>
<file path="design/flow/config.mk">
export PLATFORM = sky130hd
export DESIGN_NAME = state_machine
export DESIGN_NICKNAME = state_machine
export VERILOG_FILES = /design/flow/design.v
export SDC_FILE = /design/flow/constraint.sdc
export NUM_CORES = 4
export LEC_CHECK = 1
export CORE_AREA = 10 10 70 70
export DIE_AREA = 0 0 80 80
</file>
<file path="design/flow/constraint.sdc">
current_design state_machine

set clk_period 1.6
set clk_io_pct 0.2

create_clock -name clk0 -period $clk_period [get_ports {ck}]

set non_clock_inputs [all_inputs -no_clocks]
set_input_delay [expr $clk_period * $clk_io_pct] -clock clk0 $non_clock_inputs
set_output_delay [expr $clk_period * $clk_io_pct] -clock clk0 [all_outputs]
</file>
==> impl_metrics.csv <==
group,metric,value,unit
setup_path,cp-end-kind,"flip-flop",
logic_synthesis,syn_inst,34,
floorplanning,io_pins,10,
cts,cts_max_level,1,
cts,cts_resized,0,
floorplanning,die_h,80,um
cts,max-clock-path-buffers,2,
final_layout,drive_gt1_share,15.91,%
sta,tns,0,ns
global_routing,gr-total-overflow,0,
cts,cts_made_buffers,3,
setup_path,startpoint,"state[0]",
logic_synthesis,ys_types,16,
place,portBuffers,9,
floorplanning,std_cell_rows,21,
sta,slew_headroom,73.91,%
routing,drtIter0Drc,21,
pwr,irDropWorstVdd,0.0004798,V
place,dpl_cell_area,570.5,sq um
sta,fin_skew,0.0005402,ns
setup_path,crit_path_cell_trace,"mux2i_1 > a221oi_1 > buf_4",
logic_synthesis,syn-cell-area,452.9,sq um
logic_synthesis,synth_chip_area,452.9,sq um
logic_synthesis,ys_seq_share,66.30,%
routing,ant_nets,0,
final_layout,design_area,596.8,sq um
setup_path,required,1.59,ns
final_layout,area_growth,31.77,%
setup_path,critPathMaxStageDelay,0.56,ns
hold_path,min_path_type,"reg -> reg",
cts,postCtsSetupBuffers,0,
sta,tightestPinTransition,0.3908,ns
outcome,outcome,"completed",
floorplanning,core_area,3416,sq um
cts,cts_tree,"yes",
setup_path,crit_slowest_cell,"dfxtp_1",
routing,drtPass1Iterations,5,
logic_synthesis,syn_avg_cell_area,13.32,sq um
setup_path,worstSetupEndpoint,"next_state[1]",
cts,clk_pin_slew,0.06,ns
pwr,leakage,0.0002151,uW
routing,vias_per_cell,2.833,
setup_path,r2r_start,"state[0]",
setup_path,start_kind,"flip-flop",
routing,vias,255,
routing,wl,712,um
final_layout,n_fill_cell,380,
hold_path,hold_path_depth,0,
cts,clock.latency.late_pin,0.26,ns
flow_run,tool_warnings,25,
setup_path,crit_path_max_fanout,10,
pwr,p_per_area,1918,nW/um^2
setup_path,ff2ff_setup_slack,0.21,ns
place,post-dp-hpwl,535.1,um
sta,max_freq,0.7178,GHz
sta,maxSlewViolCount,0,
logic_synthesis,synth_flops,11,
sta,fin_crit_sh,87.07,%
sta,setup_viol,0,
sta,rsz0062_at_grt,"no",
routing,diodes,0,
cts,cts_root_buffer,"clkbuf_4",
logic_synthesis,ys_cells,34,
global_routing,grt_pass1_wl,1041,um
setup_path,r2r-end,"next_state[1]",
floorplanning,fp_util,13.26,%
setup_path,r2r_cells,3,
setup_path,critPathArrivalTime,1.38,ns
setup_path,criticalPathCategory,"reg -> reg",
global_routing,grt_util_all_layers,2.161,%
routing,drcViolationCount,0,
place,place.gp.congestion,0.7089,
routing,post_drt_wl_per_cell,7.911,um
logic_synthesis,yosys_warnings,1,
global_routing,grt_pass1_vias,220,
global_routing,antenna_found_initial,0,
floorplanning,fp.dieW,80,um
cts,cts_num_sinks,11,
flow_run,maxCapViolations,0,
sta,hold_viol,0,
floorplanning,die_area,6400,sq um
global_routing,grt_max_degree,11,
sta,fin_crit,1.393,ns
cts,holdBufCountCts,0,
worst max-delay path, delay by kind of cell (launching register included):
kind,cells,cell delay [ns]
flip-flops,1,0.56
AND-OR/OR-AND,1,0.25
buffers and inverters,1,0.17
multiplexers,1,0.14
how the worst min path moves through the flow:
stage | from | endpoint
5_1_grt | next_state[1] | state[1]
4_1_cts | next_state[1] | state[1]
6_report | next_state[2] | state[2]
per-stage QoR:
stage               worst slack [ns]  std cells  util (%)  hold WS, ns  total power, uW
floorplan                     0.3037         34         -       0.3233            866.6
detailed placement           0.01061         86     16.70       0.3278            973.4
CTS                           0.1961         90     17.47       0.3421             1156
finish                        0.2069         90     17.47       0.3429             1145
global placement             0.01680         86     16.70       0.3244            959.0
global route                  0.1051         90     17.47       0.3477             1227
report_power, final:
group          internal, uW  switching, uW
clock                  96.4           85.1
combinational           225            131
sequential              488            119
final cells by class:
| class | count | area [sq um] | share of cell area (%) |
|---|---|---|---|
| Timing Repair Buffer | 10 | 97.59 | 16.35 |
| Tap cell | 46 | 57.56 | 9.644 |
| Sequential cell | 11 | 300.3 | 50.31 |
| Inverter | 3 | 11.26 | 1.887 |
| Clock buffer | 4 | 26.28 | 4.403 |
| Multi-Input combinational cell | 16 | 103.9 | 17.40 |
cells in the mapped netlist (all sizes together):
master | n | area (sq um)
edfxtp | 8 | 240.2
nor2 | 5 | 18.77
buf | 4 | 37.53
dfxtp | 3 | 60.06
inv | 3 | 11.26
nand2 | 2 | 7.510
xnor2 | 2 | 17.52
a21oi | 1 | 8.760
a221oi | 1 | 8.760
mux2i | 1 | 10.01
nand3b | 1 | 7.510
nor2b | 1 | 6.260
o21a | 1 | 7.510
or3b | 1 | 11.26
sequential cells by signal (all words and copies together), names as in the netlist:
register / count
next_state: 3
state: 3
ch_ref: 1
ch_vm: 1
ch_zr: 1
enb_0: 1
ld: 1
cell usage in the layout, fill, tap and decap left out:
master / n
dfxtp_1: 3
inv_2: 1
buf_4: 1
o21a_1: 1
clkdlybuf4s50_1: 9
a221oi_1: 1
xnor2_1: 2
inv_1: 2
clkbuf_1: 1
or3b_4: 1
mux2i_1: 1
nand3b_1: 1
nor2_1: 5
nand2_1: 2
clkbuf_4: 3
nor2b_1: 1
a21oi_2: 1
edfxtp_1: 8
logic make-up (layout without fill, tap and decap cells):
kind of cell    Yosys count  after routing  share of synthesized area [%]
buf+inv                   7             17                          10.77
xor+xnor                  2              2                          3.868
flops                    11             11                          66.30
simple gates             10             10                          11.33
mux                       1              1                          2.210
compound gates            3              3                          5.526
per-layer routing:
layer / vias to the layer above / part of all wire [%] / global-route usage (%)
met1: 112 / 42 / 2.562
met3: 0 / 20 / 2.727
met4: 0 / 0 / 0
met5: - / 0 / 0
met2: 11 / 38 / 2.488
li1: 132 / - / -
Power figures rest on the tool's default switching activity, not on a simulated workload.
